`flow/design.v`:
```
module sclk_generator
#(
	parameter MASTER_FREQ = 100_000_000,
	parameter SLAVE_FREQ = 1_800_000
	)
(
	input clk,
	input sclk_en,
	input rst,
	output sclk
	);
	reg[9:0] wait_count = MASTER_FREQ / (SLAVE_FREQ * 2);  
	reg sclk_temp = 1'b0;
	reg[10:0] count = 11'd0;  
	always@(posedge rst, posedge clk)
	begin
		if(rst) begin
			count <= 11'd0;
			sclk_temp <= 1'b0;
		end
		else if(sclk_en) begin
			if(count < wait_count) begin
				count <= count + 1;
			end
			else begin
				count <= 11'd0;
				sclk_temp <= ~sclk_temp;  
			end
		end
		else begin
			count <= 11'd0;
			sclk_temp <= 1'b0;
		end
	end
	assign sclk = sclk_temp;
endmodule
module spi_master
(
	input clk,
	input sclk,
	input rst,
	input[1:0] req,
	input[11:0] din,
	input[7:0] wait_duration,
	input miso,
	output[11:0] dout,
	output sclk_en,
	output cs,
	output mosi,
	output done_tx,
	output done_rx
	);
	parameter IDLE_RX = 1'b0, GET_DATA = 1'b1;
	parameter IDLE_TX = 2'b00, WAIT_STATE_1 = 2'b01, SEND_DATA = 2'b10, WAIT_STATE_2 = 2'b11;
	reg state_rx = IDLE_RX;  
	reg [1:0] state_tx = IDLE_TX;  
	reg[7:0] wait_counter = 8'd0;  
	reg[7:0] wait_duration_reg = 8'd0;
	reg mosi_temp;
	reg[11:0] din_temp = 12'd0;  
	reg[11:0] dout_temp = 12'd0;
	reg done_temp_tx = 1'b0;
	reg done_temp_rx = 1'b0;
	reg[3:0] data_index_tx = 4'd0;
	reg[3:0] data_index_rx = 4'd0;
	reg[1:0] req_temp;  
	always@(posedge clk, posedge rst) begin
		if(rst) begin
			req_temp <= 2'b00;  
		end
		else if(state_tx == IDLE_TX && state_rx == IDLE_RX) begin  
			req_temp <= req;
		end
		else begin  
			req_temp <= 2'b00;
		end
	end
	reg sclk_previous_value = 1'b0;
	wire sclk_posedge, sclk_negedge;
	always @(posedge clk) begin
		sclk_previous_value <= sclk;  
	end
	assign sclk_posedge = (~sclk_previous_value) & sclk;  
	assign sclk_negedge = sclk_previous_value & (~sclk);  
	always @(posedge clk, posedge rst) begin
		if(rst) begin
			state_tx <= IDLE_TX;
			din_temp <= 12'd0;
			data_index_tx <= 4'd0;
			mosi_temp <= 1'b0;
			done_temp_tx <= 1'b0;
			wait_counter <= 8'd0;
			wait_duration_reg <= 8'd0;
		end
		else begin
			case (state_tx)
				IDLE_TX: begin
					din_temp <= 12'd0;
					data_index_tx <= 4'd0;
					mosi_temp <= 1'b0;
					done_temp_tx <= 1'b0;
					wait_counter <= 8'd0;
					if (req_temp == 2'b01 || req_temp == 2'b11) begin  
						din_temp <= din;  
						wait_duration_reg <= wait_duration;  
						state_tx <= WAIT_STATE_1;
					end
				end
				WAIT_STATE_1: begin
					if(wait_counter == wait_duration_reg) begin
						wait_counter <= 8'd0;
						state_tx <= SEND_DATA;
					end
					else begin
						wait_counter <= wait_counter + 1;
					end
				end
				SEND_DATA: begin
					if(sclk_posedge) begin  
						if(data_index_tx <= 11) begin
							mosi_temp <= din_temp[11 - data_index_tx];  
							data_index_tx <= data_index_tx + 1;
						end else begin
							state_tx <= WAIT_STATE_2;
							din_temp <= 12'd0;
							mosi_temp <= 1'b0;
							data_index_tx <= 4'd0;
						end
					end
				end
				WAIT_STATE_2: begin
					if(wait_counter == wait_duration_reg) begin
						done_temp_tx <= 1'b1;  
						wait_counter <= 8'd0;
						state_tx <= IDLE_TX;
					end
					else begin
						wait_counter <= wait_counter + 1;
					end
				end
				default: state_tx <= IDLE_TX;
			endcase
		end
	end
	always@(posedge rst, posedge clk) begin
		if(rst) begin
			state_rx <= IDLE_RX;
			done_temp_rx <= 1'b0;
			data_index_rx <= 4'd0;
			dout_temp <= 12'd0;
		end
		else begin
			case(state_rx)
				IDLE_RX: begin
					done_temp_rx <= 1'b0;
					data_index_rx <= 4'd0;
					if(req_temp == 2'b10 || req_temp == 2'b11) begin  
						state_rx <= GET_DATA;
					end
				end
				GET_DATA: begin
					if(sclk_negedge) begin  
						if(data_index_rx <= 11) begin
							data_index_rx <= data_index_rx + 1;
							dout_temp <= {dout_temp[10:0], miso};
						end
						else begin
							done_temp_rx <= 1'b1;
							data_index_rx <= 4'd0;
							state_rx <= IDLE_RX;
						end
					end
				end
				default: state_rx <= IDLE_RX;
			endcase
		end
	end
	assign done_tx = done_temp_tx;
	assign done_rx = done_temp_rx;
	assign mosi = mosi_temp;
	assign dout = dout_temp;
	assign sclk_en = ((state_tx == SEND_DATA) || (state_rx == GET_DATA))? 1'b1 : 1'b0;  
	assign cs = ((state_tx != IDLE_TX) || (state_rx != IDLE_RX))? 1'b0 : 1'b1;  
endmodule
module spi_slave
(
	input clk,
	input sclk,
	input rst,
	input[11:0] din,
	input cs,
	input mosi,
	output miso,
	output[11:0] dout
	);
	parameter IDLE_TX = 1'b0, SEND_DATA = 1'b1;  
	parameter IDLE_RX = 1'b0, GET_DATA = 1'b1;  
	reg state_tx = IDLE_TX;  
	reg state_rx = IDLE_RX;  
	reg sclk_previous_value = 1'b0;
	wire sclk_posedge, sclk_negedge;
	always @(posedge clk) begin
		sclk_previous_value <= sclk;  
	end
	assign sclk_posedge = (~sclk_previous_value) & sclk;  
	assign sclk_negedge = sclk_previous_value & (~sclk);  
	reg miso_temp;
	reg[11:0] din_temp;  
	reg[11:0] dout_temp = 12'd0;
	reg[3:0] data_index_tx = 4'd0;
	reg[3:0] data_index_rx = 4'd0;
	always @(posedge clk, posedge rst) begin
		if(rst) begin
			state_tx <= IDLE_TX;
			din_temp <= 12'd0;
			data_index_tx <= 4'd0;
			miso_temp <= 1'b0;
		end
		else begin
			case (state_tx)
				IDLE_TX: begin
					din_temp <= 12'd0;
					data_index_tx <= 4'd0;
					miso_temp <= 1'b0;
					if(!cs) begin  
						din_temp <= din;  
						state_tx <= SEND_DATA;
					end
				end
				SEND_DATA: begin
					if(sclk_posedge) begin  
						if(data_index_tx <= 11) begin
							miso_temp <= din_temp[11 - data_index_tx];  
							data_index_tx <= data_index_tx + 1;
						end else begin
							state_tx <= IDLE_TX;
							din_temp <= 12'd0;
							miso_temp <= 1'b0;
							data_index_tx <= 4'd0;
						end
					end
					else if(cs) begin  
						state_tx <= IDLE_TX;
						din_temp <= 12'd0;
						data_index_tx <= 4'd0;
						miso_temp <= 1'b0;
					end
				end
				default: state_tx <= IDLE_TX;
			endcase
		end
	end
	always@(posedge rst, posedge clk) begin
		if(rst) begin
			state_rx <= IDLE_RX;
			data_index_rx <= 4'd0;
			dout_temp <= 12'd0;
		end
		else begin
			case(state_rx)
				IDLE_RX: begin
					data_index_rx <= 4'd0;
					if(!cs) begin
						state_rx <= GET_DATA;
					end
				end
				GET_DATA: begin
					if(sclk_negedge) begin
						if(data_index_rx <= 11) begin
							data_index_rx <= data_index_rx + 1;
							dout_temp <= {dout_temp[10:0], mosi};
						end
						else begin
							data_index_rx <= 4'd0;
							state_rx <= IDLE_RX;
						end
					end
					else if(cs) begin  
						state_rx <= IDLE_RX;
						data_index_rx <= 4'd0;
						dout_temp <= 12'd0;
					end
				end
				default: state_rx <= IDLE_RX;
			endcase
		end
	end
	assign miso = miso_temp;
	assign dout = dout_temp;
endmodule
module spi_top #(
	parameter MASTER_FREQ = 100_000_000,
	parameter SLAVE_FREQ = 1_800_000
	)
(
	input clk,
	input rst,
	input [1:0] req,
	input [7:0] wait_duration,
	input [11:0] din_master,
	input [11:0] din_slave,
	output [11:0] dout_master,
	output [11:0] dout_slave,
	output done_tx,
	output done_rx,
	);
	wire sclk;
	wire mosi;
	wire miso;
	wire cs;
	wire sclk_en;
	sclk_generator #(
		.MASTER_FREQ(MASTER_FREQ),
		.SLAVE_FREQ(SLAVE_FREQ)
	) sclk_generator_inst (
		.clk(clk),
		.rst(rst),
		.sclk_en(sclk_en),  
		.sclk(sclk)  
	);
	spi_master spi_master_inst (
		.clk(clk),
		.sclk(sclk),  
		.rst(rst),
		.req(req),
		.din(din_master),  
		.wait_duration(wait_duration),
		.miso(miso),  
		.dout(dout_master),  
		.sclk_en(sclk_en),  
		.cs(cs),  
		.mosi(mosi),  
		.done_tx(done_tx),
		.done_rx(done_rx)
	);
	spi_slave spi_slave_inst (
		.clk(clk),
		.rst(rst),
		.din(din_slave),  
		.sclk(sclk),  
		.cs(cs),  
		.mosi(mosi),  
		.miso(miso),  
		.dout(dout_slave)  
	);
endmodule
```
`flow/run.sh`:
```
#!/bin/bash
# OpenROAD 26Q1-2900-gdf79404cd8, Yosys 0.63+post, stock flow scripts
make -C /OpenROAD-flow-scripts/flow DESIGN_CONFIG=/design/flow/config.mk WORK_HOME=/design/flow/orfs finish
```
`flow/config.mk`:
```
export PLATFORM = sky130hd
export DESIGN_NAME = spi_top
export DESIGN_NICKNAME = spi_top
export VERILOG_FILES = /design/flow/design.v
export SDC_FILE = /design/flow/constraint.sdc
export NUM_CORES = 4
export LEC_CHECK = 1
export CORE_UTILIZATION = 40
```
`flow/constraint.sdc`:
```
current_design spi_top

set clk_period 4.9
set clk_io_pct 0.2

create_clock -name clk0 -period $clk_period [get_ports {clk}]

set non_clock_inputs [all_inputs -no_clocks]
set_input_delay [expr $clk_period * $clk_io_pct] -clock clk0 $non_clock_inputs
set_output_delay [expr $clk_period * $clk_io_pct] -clock clk0 [all_outputs]
```
==> reports/results.tsv <==
stage	metric	value	unit
floorplanning	io_pins	62	
setup_path	rrSetupSlack	2.56	ns
timing	finalSetupTns	0	ns
finish	fill_cells	956	
setup_path	cp_max_fo	12	
synth	ff_type	dfrtp_1	
timing	rsz0062_at_grt	false	
power	sw_frac_of_total	33.0	%
clock_tree	h-tree-depth	3	
clock_tree	ctsResizeCount	0	
synth	top_cells_by_count	dfrtp_1, nand2_1, a22o_1	
detailed_routing	routed_wl	7.72	mm
synth	ys.flops	104	
clock_tree	clockRootBuffer	clkbuf_16	
run	maxCapViolations	0	
power	p_leak	2.57	nW
setup_path	r2r-start	spi_master_inst.state_tx[0]	
floorplanning	die-area	11800	sq um
synth	ys_warn_count	3	
setup_path	worst-setup-path-type	reg2reg	
timing	finalHoldViolations	0	
synth	synth-edff-count	0	
global_routing	grt_use_met2	21.6	%
clock_tree	clk_latency	0.34	ns
power	switchingPower	0.946	mW
synth	synth_top_area_share	56.5	%
floorplanning	fp_util	41.5	%
synth	syn-instance-count	387	
detailed_routing	remaining_drc_errors	0	
synth	top_area_cell	dfrtp_1	
floorplanning	die_width	109	um
detailed_routing	antenna_cells	0	
timing	worst_pin_slew	0.855	ns
power	power.share.sequential	42.9	%
floorplanning	core	11000	sq um
timing	finalClockPeriodUsage	47.8	%
finish	drive_above_1_share	12.4	%
detailed_routing	viasPerCell	5.06	
power	powerDensity	509	nW/um^2
placement	gp_congestion	0.782	
synth	yosys-stat-area	4560	sq um
clock_tree	cts_tree	built	
detailed_routing	wire_per_inst	12.9	um
floorplanning	rows	38	
clock_tree	post_cts_buffers	0	
placement	io_buffers	61	
synth	synthesis.area	4560	sq um
clock_tree	postCtsHoldBufs	0	
timing	final.min_clock_period	2.34	ns
global_routing	grt_pass1_vias	2855	
global_routing	grt_max_degree	39	
global_routing	grt_antenna_before_repair	0	
synth	area_leaders	dfrtp_1, mux2_2, a22o_1, nand2_1, ha_1	
synth	synth.yosys.num_cells	387	
hold_path	hp-class	reg2reg	
power	power.share.clock	25.5	%
finish	synthToLayoutAreaGrowth	23.6	%
setup_path	r2r-end	spi_slave_inst.dout_temp[3]	
placement	place_hpwl	5.43	mm
run	warnings	30	
global_routing	grt_overflow_total	0	
clock_tree	cts_buffers	9	
synth	synth.most_common_cell	dfrtp_1	
setup_path	start_kind	flip-flop	
timing	setup_viol	0	
setup_path	crit_start	spi_master_inst.state_tx[0]	
global_routing	met1_usage	23.8	%
power	p_comb_share	31.5	%
synth	yosys.stat.seqShare	56.9	%
synth	ys_async_sr_fraction	99.0	%
setup_path	worstSetupEndpointType	flip-flop	
setup_path	arrival	2.57	ns
setup_path	crit_end	spi_slave_inst.dout_temp[3]	
timing	holdWs	0.462	ns
global_routing	grt_usage	14.5	%
clock_tree	path_clk_slew	0.07	ns
setup_path	rr_worst_depth	7	
detailed_routing	drtIter0Drc	123	
timing	maxSlewHeadroom	42.9	%
clock_tree	cts.sinks	104	
timing	max_freq	0.427	GHz
outcome	status	finished, final reports clean	
timing	skew	0.00645	ns
floorplanning	die_y	109	um
hold_path	min_path_cells	2	
synth	ys_types	47	
timing	report.final.slew_viol_count	0	
global_routing	grt_use_met3	2.56	%
power	irDropWorstVdd	0.189	mV
clock_tree	cts.path.max_buffers	2	
global_routing	busiest_layer	met1	
power	p_int	1.92	mW
detailed_routing	drt_pass1_iterations	4	
detailed_routing	vias	3025	
setup_path	required	5.13	ns
global_routing	grt_pass1_wl	13.2	mm
detailed_routing	ant_nets	0	
synth	synth_area_per_cell	11.8	sq um
stage by stage:
stage	power (mW)	area, sq um	instances	util, %	setup WS [ns]
floorplan	1.92	4580	392	-	1.22
global placement	2.14	5330	582	48.5	2.67
detailed placement	2.16	5330	582	48.5	2.59
CTS	2.90	5640	598	51.4	2.58
global route	3.08	5640	598	51.4	2.38
finish	2.87	5640	598	51.4	2.56
critical path, cell delays in order (launching register included):
cell     delay (ns)
dfrtp_1        0.40
inv_1          0.13
ha_1           0.23
nor2b_1        0.54
nor2_1         0.20
a31oi_1        0.18
nand2_1        0.27
a22o_1         0.27
final cells by class:
| type | count | area (sq um) | share of cell area, % |
|---|---|---|---|
| multi-input combinational | 263 | 1880 | 33.3 |
| sequential | 104 | 2600 | 46.1 |
| clock buffer | 10 | 239 | 4.24 |
| timing repair buffer | 63 | 626 | 11.1 |
| inverter | 12 | 47.5 | 0.843 |
| clock inverter | 6 | 75.1 | 1.33 |
| tap | 140 | 175 | 3.11 |
cell usage in the layout, fill, tap and decap left out, types with 3 or more instances in the layout:
cell	Yosys	routed
dfrtp_1	103	103
clkdlybuf4s50_1	0	61
nand2_1	49	49
a22o_1	27	27
nor2_1	23	23
nand3_1	23	23
mux2_2	22	22
o21ai_0	16	16
ha_1	14	14
inv_1	12	11
xor2_1	11	11
a21oi_1	9	9
clkbuf_16	0	9
mux4_2	6	6
conb_1	1	6
xnor2_1	5	5
nor2b_1	4	4
and2_1	4	4
nand2b_1	3	3
nor3_1	3	3
o22ai_1	3	3
and3_1	3	3
mux2i_1	3	3
worst min-delay path by stage:
stage / startpoint / end / slack, ns
finish: spi_master_inst.din_temp[3] / spi_master_inst.din_temp[3] / 0.46
global route: spi_master_inst.din_temp[0] / spi_master_inst.din_temp[0] / 0.49
CTS: spi_master_inst.din_temp[3] / spi_master_inst.din_temp[3] / 0.47
layer usage:
layer / vias up / share of wire [%]
met5: - / 0
met4: 0 / 1.8
met3: 14 / 3.5
met2: 56 / 45
met1: 1460 / 50
li1: 1495 / -
logic make-up (layout without fill, tap and decap cells):
logic type	count (synthesis)	after routing	synth area share [%]
compound gates	68	68	11.0
xor+xnor	16	16	3.07
simple gates	127	127	13.4
buf+inv	25	91	2.25
other cells	1	6	0.0822
fa+ha+maj	14	14	3.84
mux	32	32	9.38
flops	104	104	56.9
power by group through the flow:
stage	registers [mW]	clock network, mW	logic, mW
after global routing	1.26	0.792	1.02
final	1.23	0.733	0.905
after CTS	1.23	0.753	0.916
No activity file was given, so power comes from the tool's default toggle rates.
